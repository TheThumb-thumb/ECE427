## flow/design.v

```verilog
module streaming_bit_compactor #(
    parameter int WIDTH = 32,
    parameter int BUFFER_WIDTH = 64
)(
    input  logic                 clk,
    input  logic                 rst,
    input  logic [WIDTH-1:0]     data_in,
    input  logic [WIDTH-1:0]     mask_in,
    input  logic                 valid_in,        
    output logic [WIDTH-1:0]     data_out,        
    output logic                 valid_out       
);
    logic [BUFFER_WIDTH-1:0] buffer;
    logic [$clog2(BUFFER_WIDTH+1)-1:0] buffer_count;
    logic [WIDTH-1:0] compacted;
    logic [$clog2(WIDTH+1)-1:0] num_good_bits;
    logic [BUFFER_WIDTH-1:0] next_buffer;
    logic [$clog2(BUFFER_WIDTH+1)-1:0] next_count;
    logic flag;
    always_comb begin
        compacted = '0;
        num_good_bits = '0;
        if (!rst) begin
            compacted = '0;
            num_good_bits = '0;
        end else begin
            for (int i = 0; i < WIDTH; i++) begin
                if (mask_in[i] && valid_in) begin
                    compacted[num_good_bits] = data_in[i];
                    num_good_bits++;
                end
            end
        end
    end
    always_comb begin
        next_buffer = buffer;
        next_count = num_good_bits;
        if (!rst) begin
            next_buffer = '0;
            next_count = '0;
        end else begin
            if (valid_in) begin
                next_buffer = buffer[WIDTH-1:0] | (compacted << buffer_count);
                next_count  = buffer_count + num_good_bits;
            end
        end
    end
    always_ff @(posedge clk) begin
        if (!rst) begin
            buffer          <= '0;
            buffer_count    <= '0;
            valid_out       <= 1'b0;
            data_out        <= '0;
            flag <= '0;
        end else begin
            valid_out <= 1'b0;   
            if (valid_in) begin
                if (next_count >= WIDTH && !flag) begin
                    flag <= 1'b1;
                    data_out     <= next_buffer[WIDTH-1:0];
                    buffer       <= next_buffer >> WIDTH;
                    buffer_count <= next_count - WIDTH;
                end else if (next_count >= WIDTH && flag) begin
                    data_out  <= next_buffer[WIDTH-1:0];
                    valid_out <= 1'b1;
                    buffer       <= next_buffer >> WIDTH;
                    buffer_count <= next_count - WIDTH;
                end else begin
                    buffer       <= next_buffer;
                    buffer_count <= next_count;
                end
            end
        end
    end
endmodule
```

## flow/constraint.sdc

```tcl
current_design streaming_bit_compactor

set clk_period 27.9
set clk_io_pct 0.2

create_clock -name clk0 -period $clk_period [get_ports {clk}]

set non_clock_inputs [all_inputs -no_clocks]
set_input_delay [expr $clk_period * $clk_io_pct] -clock clk0 $non_clock_inputs
set_output_delay [expr $clk_period * $clk_io_pct] -clock clk0 [all_outputs]
```

## flow/config.mk

```make
export PLATFORM = sky130hd
export DESIGN_NAME = streaming_bit_compactor
export DESIGN_NICKNAME = streaming_bit_compactor
export VERILOG_FILES = /design/flow/design.v
export SDC_FILE = /design/flow/constraint.sdc
export NUM_CORES = 4
export LEC_CHECK = 1
export CORE_UTILIZATION = 40
```

## flow/run.sh

```bash
#!/bin/bash
# OpenROAD 26Q1-2900-gdf79404cd8, Yosys 0.63+post, stock flow scripts
make -C /OpenROAD-flow-scripts/flow DESIGN_CONFIG=/design/flow/config.mk WORK_HOME=/design/flow/orfs finish
```

==> results.txt <==
Mapped Cells -> 5559
Max Freq -> 37.07 MHz
Via density -> 7.161
biggest fanout along the worst timing path -> 15
total wire length -> 203.0 mm
Pwr Density -> 120.6 nW/um^2
Cell Type Count -> 120
#FFs+latches synth -> 73
RSZ-0062 raised after global routing -> no
Post-DRT Antenna Nets -> 0
GPL Wtd Cong -> 1.097
Top FF cell, synth -> dfxtp_1
dpl cell area -> 39870 um^2
maximum number of buffers from clock root to sink -> 2
critical path type -> in -> reg
Final Hold Viols -> 0
Hold-fix buffers, CTS -> 0
H-Tree Depth -> 3
Chip Area, Yosys -> 36050 um^2
grt ovf -> 0
initial antenna violation count -> 2
most frequent CP cell -> ha_4
WL/cell -> 29.92 um
VDD IR-drop max -> 0.0001029 V
reg2reg setup slack -> 23.71 ns
Syn-to-layout area delta -> 12.37%
layout cells sized above 1 -> 10.96%
CTS buffer count -> 9
clock slew at reported path FFs -> 0.07 ns
Slew headroom -> 23.52%
CP max-delay cell -> nor3_1
number of enable flip-flop cells -> 0
worst-margin pin slew -> 1.140 ns
reported max-cap violation count -> 0
DRT iter0 DRCs -> 5876
io pins -> 100
FP Core Util -> 40.60%
WP data required -> 28.12 ns
number of global-route vias before repair -> 44441
Final Util -> 45.62%
largest net degree at the start of global routing -> 63
run status -> complete, no violations
Pins Over Slew Limit -> 0
Pre-antenna DRT Iters -> 8
syn avg cell area -> 6.484 um^2
P_leak -> 13.84 nW
Worst-Skew Late Latency -> 0.34 ns
Die Y-Extent -> 302.2 um
die width -> 302.2 um
Tot Pwr -> 0.004884 W
Async SR Flop Fraction -> 0%
detailed placement HPWL -> 165.7 mm
vias -> 48582
setup TNS -> 0 ns
Core ar. -> 88780 um^2
Core Rows -> 109
CTS sink cnt -> 73
Total GRT Usage -> 43.83%
port buffer count -> 99
crit start category -> input port
Worst Skew -> 0.007279 ns
die area -> 91320 um^2
Final Cycle Share -> 96.69%
CP Data Arrival Time -> 27.20 ns
synth warn -> 1
ys cells -> 5559
final setup fails -> 0
CP endpoint kind -> register
final instance area -> 40510 um^2
CTS tree -> built
Netlist Area Pre-Place -> 36050 um^2
sequential-to-total area share from yosys stat -> 4.054%
DRC viols -> 0
wire length of the first global-routing pass -> 297.8 mm
CTS root buf -> clkbuf_16
Period minus WS final -> 26.98 ns
slowest cell delay on critical path -> 0.57 ns
Hold Path Class -> reg -> reg
OpenROAD warning count -> 138
==> layer usage <==
metal	GRT usage, %	part of all wire [%]	vias to the layer above
li1	-	-	21654
met1	60.28	41	23176
met2	67.02	44	3192
met3	9.825	11	560
met4	16.47	4.8	0
met5	0	0	-
==> cells by family after synthesis <==
kind of cell	synth area share, %
buffers and inverters	4.519
AND-OR/OR-AND	36.45
flip-flops	4.054
adder cells (fa/ha/maj)	5.321
AND/OR/NAND/NOR	36.00
XOR/XNOR	9.229
multiplexers	4.426
==> state kept, by name, indices dropped and copies added, names as in the netlist <==
name	cells
buffer	32
data_out	32
buffer_count	7
flag	1
valid_out	1
==> layout by cell type (no fill, tap or decap), types with 47 or more instances in the layout <==
cell	Yosys	layout
dfxtp_1	73	71
xnor2_1	155	150
o32ai_1	79	79
nand3_1	314	311
or2_2	58	57
o211ai_1	65	65
mux2i_1	95	93
nor4_1	74	74
nand2_1	701	688
buf_4	2	239
and3_1	103	103
a21oi_1	265	254
nor3_1	282	281
o31ai_1	49	47
a31oi_1	90	87
ha_1	150	127
or3_1	73	73
nand2b_1	64	61
a211oi_1	72	70
a32oi_1	66	65
o221ai_1	58	58
and2_1	108	107
nor2_1	641	626
o22ai_1	157	153
nand4_1	93	93
clkdlybuf4s50_1	0	94
o21ai_0	260	243
inv_1	115	103
a22oi_1	53	53
==> through the flow <==
step / worst slack, ns / std cells / hold WS, ns
final: 0.9232 / 6784 / 0.4687
after global routing: 0.002276 / 6784 / 0.4953
after CTS: 0.04485 / 6773 / 0.4707
after detailed placement: -0.3520 / 6757 / 0.4559
after global placement: -0.1347 / 6757 / 0.4506
after floorplan: -1.750 / 5559 / 0.4174
==> cell usage after synthesis (64+ instances only) <==
master,number,area share [%]
a32oi_1,66,1.6
ha_1,150,5.2
o32ai_1,79,1.9
o21ai_0,260,3.6
nor3_1,282,3.9
nand4_1,93,1.6
nor4_1,74,1.3
nand2b_1,64,1.1
a21oi_1,265,3.7
xnor2_1,155,3.8
nor2_1,641,6.7
o211ai_1,65,1.4
and2_1,108,1.9
or3_1,73,1.3
mux2i_1,95,2.6
a211oi_1,72,1.5
clkbuf_1,241,2.5
nand2_1,701,7.3
dfxtp_1,73,4.1
a31oi_1,90,1.6
inv_1,115,1.2
o22ai_1,157,2.7
nand3_1,314,4.4
and3_1,103,1.8
==> area by class of cell <==
cell class	instances	area, um^2
clock buffer	9	225.2
fill	9348	48280
sequential	73	1464
timing repair buffer	339	2809
inverter	127	484.2
tap	1165	1458
antenna	1	2.502
clock inverter	7	100.1
multi-input combinational	5063	33960
==> worst max-delay path, delay by kind of cell <==
| family | cells | cell delay (ns) |
|---|---|---|
| buf+inv | 11 | 1.23 |
| simple gates | 29 | 4.18 |
| compound gates | 45 | 7.50 |
| mux | 1 | 0.42 |
| fa+ha+maj | 29 | 8.26 |
==> final timing paths <==
path | start | cells past startpoint | end
min | flag | 2 | flag
max reg2reg | buffer_count[1] | 18 | data_out[24]
max | mask_in[0] | 115 | buffer[10]
min reg2reg | flag | 2 | flag
==> timing repair <==
item                       CTS  global route
buffers inserted             0            10
pin swaps                    0             9
setup endpoints to repair    3            68
gates resized                1            41
==> where the power goes <==
part / leakage (nW) / switching [W] / internal [W] / total (W)
sequential: 0.595 / 0.0000122 / 0.000122 / 0.000134
combinational: 13.1 / 0.00323 / 0.00139 / 0.00462
clock: 0.161 / 0.0000502 / 0.0000793 / 0.000130
Power figures rest on the tool's default switching activity, not on a simulated workload.
