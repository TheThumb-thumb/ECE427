==> flow/design.v <==
module sha1 (
    input  logic         clk,
    input  logic         reset_n,
    input  logic         start,
    input  logic [511:0] block,       
    output logic [159:0] hash_out,     
    output logic         done
);
    localparam [31:0] H0_INIT = 32'h67452301;
    localparam [31:0] H1_INIT = 32'hEFCDAB89;
    localparam [31:0] H2_INIT = 32'h98BADCFE;
    localparam [31:0] H3_INIT = 32'h10325476;
    localparam [31:0] H4_INIT = 32'hC3D2E1F0;
    localparam [31:0] K0 = 32'h5A827999;
    localparam [31:0] K1 = 32'h6ED9EBA1;
    localparam [31:0] K2 = 32'h8F1BBCDC;
    localparam [31:0] K3 = 32'hCA62C1D6;
    typedef enum logic [1:0] {
        IDLE, LOAD, COMPRESS, DONE
    } state_t;
    state_t state, next_state;
    logic [6:0] t;
    logic [31:0] W[0:79];
    logic [31:0] a, b, c, d, e;
    logic [31:0] h0, h1, h2, h3, h4;
    logic [31:0] f, k, temp;
    always_ff @(posedge clk or negedge reset_n) begin
        if (!reset_n) state <= IDLE;
        else          state <= next_state;
    end
    always_comb begin
        case (state)
            IDLE:      next_state = start ? LOAD : IDLE;
            LOAD:      next_state = COMPRESS;
            COMPRESS:  next_state = (t == 79) ? DONE : COMPRESS;
            DONE:      next_state = IDLE;
            default:   next_state = IDLE;
        endcase
    end
    always_ff @(posedge clk) begin
        if (state == LOAD) begin
            for (int i = 0; i < 16; i++) begin
                W[i] <= block[511 - 32*i -: 32];
            end
            for (int i = 16; i < 80; i++) begin
                W[i] <= {W[i-3] ^ W[i-8] ^ W[i-14] ^ W[i-16], 1'b0} <<< 1;
            end
        end
    end
    always_ff @(posedge clk) begin
        if (state == LOAD) begin
            h0 <= H0_INIT; h1 <= H1_INIT; h2 <= H2_INIT; h3 <= H3_INIT; h4 <= H4_INIT;
            a <= H0_INIT; b <= H1_INIT; c <= H2_INIT; d <= H3_INIT; e <= H4_INIT;
            t <= 0;
        end
        else if (state == COMPRESS) begin
            if (t < 20) begin 
                f = (b & c) | ((~b) & d);
                k = K0;
            end 
            else if (t < 40) begin
                f = b ^ c ^ d;
                k = K1;
            end 
            else if (t < 60) begin
                f = (b & c) | (b & d) | (c & d);
                k = K2;
            end 
            else begin
                f = b ^ c ^ d;
                k = K3;
            end
            temp = ({a[26:0], a[31:27]} + f + e + k + W[t]);
            e <= d;
            d <= c;
            c <= {b[1:0], b[31:2]};  
            b <= a;
            a <= temp;
            t <= t + 1;
        end
        else if (state == DONE) begin
            h0 <= h0 + a;
            h1 <= h1 + b;
            h2 <= h2 + c;
            h3 <= h3 + d;
            h4 <= h4 + e;
        end
    end
    assign digest = {h0, h1, h2, h3, h4};
    assign hash_out   = (state == DONE);
endmodule
==> flow/run.sh <==
#!/bin/bash
# OpenROAD 26Q1-2900-gdf79404cd8, Yosys 0.63+post, stock flow scripts
make -C /OpenROAD-flow-scripts/flow DESIGN_CONFIG=/design/flow/config.mk WORK_HOME=/design/flow/orfs finish
==> flow/config.mk <==
export PLATFORM = sky130hd
export DESIGN_NAME = sha1
export DESIGN_NICKNAME = sha1
export VERILOG_FILES = /design/flow/design.v
export SDC_FILE = /design/flow/constraint.sdc
export NUM_CORES = 4
export LEC_CHECK = 1
export CORE_AREA = 10 10 264 264
export DIE_AREA = 0 0 274 274
==> flow/constraint.sdc <==
current_design sha1

set clk_period 1.5
set clk_io_pct 0.2

create_clock -name clk0 -period $clk_period [get_ports {clk}]

set non_clock_inputs [all_inputs -no_clocks]
set_input_delay [expr $clk_period * $clk_io_pct] -clock clk0 $non_clock_inputs
set_output_delay [expr $clk_period * $clk_io_pct] -clock clk0 [all_outputs]
==> results.cfg <==
; implementation run metrics
[status]
status = finished clean

[logic_synthesis]
ys_area_um2 = 1729
ys_seq_share = 0.1686
syn_area_um2 = 1729
synthAdderAreaFrac = 0.007236
synthCells = 210
ys_sh_simple = 0.06151
ys_sh_mux = 0.005789
yosys.area_share.aoi = 0.02460
synth_flops = 13
avgSynthCellArea_um2 = 8.234
synthDistinctLibCells = 22
xor_share = 0.02026
yosys-stat-cells = 210
netlist_logic_family_top = buffers and inverters
synth_warnings = 4

[final_timing]
maxSlewViolCount = 0
clock.fmax_mhz = 701.9
hold_violations = 0
hold_ws_ps = 300.4
skew_ps = 3.546
finalCritPeriodShare = 0.9498
fin_tns_setup_ps = 0
fin_ws_ps = 75.35
setup_violations = 0
fin_crit_ps = 1425
rsz0062_at_grt = no

[global_routing]
gr-usage-met1 = 0.01064
antenna_found_initial = 0
use_met2 = 0.004844
grtUsageMet3 = 0.006476
grt_first_pass_wirelength_um = 4202
grt_usage = 0.006540
grt_max_degree = 10
busiest_layer = met1
overflow = 0
grt_pass1_vias = 1255

[routing]
drc_errors = 0
wl_per_cell_um = 2.802
drt_iter0_markers = 19
num_antenna_cells = 0
vias_per_cell = 0.7682
wirelength_um = 2998
antenna_left = 0
via_count = 822
first_pass_iters = 4

[floorplan]
ios = 676
rows = 93
die_area_um2 = 75080
die_w_um = 274
fp_util = 0.02697
core_area_um2 = 64120
fp.dieH_um = 274

[power]
power_mw = 0.8734
cellLeakagePower_nw = 0.8270
cellPowerDensity_nw_per_um2 = 380.6
ir_drop_mv = 0.2650

[placement]
post-place-ws_ps = 193.7
port-buffer-count = 3
place.gp.congestion = 0.5848
post-dp-hpwl_um = 2647

[cts]
clk_path_buf_depth = 2
root_buffer = clkbuf_16
clock_sinks = 13
clock_latency_ps = 240
cts-htree-levels = 1
path_clk_slew_ps = 40
cts_tree = built
cts_hold_buf = 0
cts_made_buffers = 3

[run]
tool_warnings = 537
drv_cap = 0

[worst_setup_path]
cp.required_ps = 1200
timing.rr.end = t[6]$_SDFFE_PP0P_
r2r-start = t[0]$_SDFFE_PP0P_
path_max_fanout = 1
cp-end-kind = output pin
r2r_cells = 4
crit_arrival_ps = 1120
crit_end = hash_out[0]
crit_type = reg2out
worstSetupStartpointType = register
reg2reg_slack_ps = 180

[cells_and_area]
drive_gt1_frac = 0.03721
syn2layout_area_growth_pct = 32.71
seqCellArea_um2 = 291.5
final_common_cell = conb_1
utilization = 0.03579
fill_cells = 7596
final_cell_mix = 160 x conb_1, 7 x dfxtp_1, 5 x nand2_1, 5 x nor2_1, 5 x dfrtp_1
comb_area_um2 = 809.5

[hold_path]
hold_class = in2async
## where the power goes
part / switching, mW / internal, mW / leakage [nW]
sequential: 0 / 0.349 / 0.137
combinational: 0.0329 / 0.00482 / 0.652
clock: 0.130 / 0.357 / 0.0382
## metal layers
layer	wire (µm)	share of wire	vias to the layer above
met5	0	0	-
met4	24	0.0080	0
met3	502	0.17	2
met2	479	0.16	161
met1	1991	0.66	324
li1	-	-	335
## critical path, cell delays in order, from the launching register on
cell and delay [ps]:
dfrtp_1 320, and2_4 120, clkdlybuf4s50_1 450
## cell type report
class / instances / share of cell area
Clock buffer: 4 / 0.03435
Inverter: 2 / 0.003272
Multi-Input combinational cell: 192 / 0.3528
Sequential cell: 13 / 0.1270
Tap cell: 855 / 0.4662
Timing Repair Buffer: 4 / 0.01636
## stage by stage
stage / cells / cell area, µm²
after floorplan: 369 / 2326
after global placement: 1066 / 2213
after detailed placement: 1066 / 2213
after CTS: 1070 / 2292
after global routing: 1070 / 2295
final: 1070 / 2295
## cells by family after synthesis
kind of cell	Yosys count
buf+inv	164
simple gates	19
flops	13
compound gates	7
xor+xnor	4
fa+ha+maj	1
other cells	1
mux	1
## Yosys cell counts
| cell type | count | area share |
|---|---|---|
| a21o_1 | 2 | 0.0087 |
| a21oi_1 | 2 | 0.0058 |
| and2_1 | 3 | 0.011 |
| buf_4 | 161 | 0.70 |
| buf_6 | 1 | 0.0065 |
| conb_1 | 1 | 0.0022 |
| dfrtp_1 | 5 | 0.072 |
| dfstp_2 | 1 | 0.015 |
| dfxtp_1 | 7 | 0.081 |
| ha_1 | 1 | 0.0072 |
| inv_1 | 2 | 0.0043 |
| mux2i_1 | 1 | 0.0058 |
| nand2_1 | 5 | 0.011 |
| nand4_2 | 2 | 0.014 |
| nor2_1 | 5 | 0.011 |
| nor4_1 | 1 | 0.0036 |
| o21ai_1 | 2 | 0.0058 |
| o21bai_1 | 1 | 0.0043 |
| or2_1 | 1 | 0.0036 |
| or3_1 | 2 | 0.0072 |
| xnor2_1 | 1 | 0.0051 |
| xor2_1 | 3 | 0.015 |
## how the worst min path moves through the flow
stage,from,endpoint,slack (ps),cells past startpoint
6_report,reset_n,state[3]$_DFF_PN0_,300,1
5_1_grt,reset_n,state[3]$_DFF_PN0_,330,1
4_1_cts,reset_n,state[3]$_DFF_PN0_,310,1
## repair_timing
action	CTS	global route
endpoints found under the setup margin	0	1
gates resized	0	1
buffers inserted	0	0
Power is estimated from default activity; no workload was simulated.
